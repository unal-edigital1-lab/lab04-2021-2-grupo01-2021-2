File: ./constraint.sdc
current_design Lab04

set clk_period 2.9
set clk_io_pct 0.2

create_clock -name clk0 -period $clk_period [get_ports {clk}]

set non_clock_inputs [all_inputs -no_clocks]
set_input_delay [expr $clk_period * $clk_io_pct] -clock clk0 $non_clock_inputs
set_output_delay [expr $clk_period * $clk_io_pct] -clock clk0 [all_outputs]
File: ./run.sh
#!/bin/bash
# OpenROAD 26Q1-2900-gdf79404cd8, Yosys 0.63+post, stock flow scripts
make -C /OpenROAD-flow-scripts/flow DESIGN_CONFIG=/design/flow/config.mk WORK_HOME=/design/flow/orfs finish
File: ./config.mk
export PLATFORM = sky130hd
export DESIGN_NAME = Lab04
export DESIGN_NICKNAME = Lab04
export VERILOG_FILES = /design/flow/design.v
export SDC_FILE = /design/flow/constraint.sdc
export NUM_CORES = 4
export LEC_CHECK = 1
export CORE_UTILIZATION = 30
export SYNTH_HDL_FRONTEND = slang
File: ./design.v
module Lab04(
	output [0:6] sseg,
	output [3:0] an,
	input [3:0] addrRa,
	input [3:0] addrRb,
	input [3:0] addrW,
	input [3:0] datW,
	input RegWrite,
	input clk,
	input rst);
	wire [3:0] datOutRa;
	wire [3:0] datOutRb;
	BancoRegistro banco(.addrRa(addrRa),.addrRb(addrRb),.datOutRa(datOutRa),.datOutRb(datOutRb),.addrW(addrW),.datW(datW),.RegWrite(RegWrite),.clk(clk),.rst(rst));
	display display(.numA(datOutRa),.numB(datOutRb),.clk(clk),.sseg(sseg),.an(an),.rst(rst));
endmodule
module BCDtoSSeg (BCD, SSeg);
  input [3:0] BCD;
  output reg [6:0] SSeg;
always @ ( * ) begin
  case (BCD)
   4'b0000: SSeg = 7'b0000001;  
	4'b0001: SSeg = 7'b1001111;  
	4'b0010: SSeg = 7'b0010010;  
	4'b0011: SSeg = 7'b0000110;  
	4'b0100: SSeg = 7'b1001100;  
	4'b0101: SSeg = 7'b0100100;  
	4'b0110: SSeg = 7'b0100000;  
	4'b0111: SSeg = 7'b0001111;  
	4'b1000: SSeg = 7'b0000000;  
	4'b1001: SSeg = 7'b0000100;  
   4'ha: SSeg = 7'b0001000;  
   4'hb: SSeg = 7'b1100000;
   4'hc: SSeg = 7'b0110001;
   4'hd: SSeg = 7'b1000010;
   4'he: SSeg = 7'b0110000;
   4'hf: SSeg = 7'b0111000;
    default:
    SSeg = 0;
  endcase
end
endmodule
`timescale 1ns / 1ps
module BancoRegistro #(      		  
         parameter BIT_ADDR = 3,   
         parameter BIT_DATO = 4   
	)
	(
    input [BIT_ADDR-1:0] addrRa,
    input [BIT_ADDR-1:0] addrRb,
	 output [BIT_DATO-1:0] datOutRa,
    output [BIT_DATO-1:0] datOutRb,
	 input [BIT_ADDR:0] addrW,
    input [BIT_DATO-1:0] datW,
	 input RegWrite,
    input clk,
    input rst
    );
localparam NREG = 2 ** BIT_ADDR;
localparam datRST=4;
reg [BIT_DATO-1: 0] breg [NREG-1:0];
reg [BIT_DATO-1: 0] save [NREG-1:0];
assign  datOutRa = breg[addrRa];
assign  datOutRb = breg[addrRb];
integer i;
initial begin
	$readmemh("D:/Users/jsgj2/Documents/GitHub/lab04-2021-2-grupo01-2021-2/Lab04/Reg.txt",breg);
	$readmemh("D:/Users/jsgj2/Documents/GitHub/lab04-2021-2-grupo01-2021-2/Lab04/Reg.txt",save);
end
always @(posedge clk) begin
	if(rst==1)
	for(i=0; i<NREG;i=i+1) begin
		breg[i] <= save[i];
	end
	else if (RegWrite == 1)
		breg[addrW] <= datW;
end
endmodule
`timescale 1ns / 1ps
module display(
    input [3:0] numA,
	 input [3:0] numB,
    input clk,
    output [0:6] sseg,
    output reg [3:0] an,
	 input rst
    );
reg [3:0]bcd=0;
BCDtoSSeg bcdtosseg(.BCD(bcd), .SSeg(sseg));
reg [26:0] cfreq=0;
wire enable;
assign enable = cfreq[8];
assign led =enable;
always @(posedge clk) begin
  if(rst==1) begin
		cfreq <= 0;
	end else begin
		cfreq <=cfreq+1;
	end
end
reg [1:0] count =0;
always @(posedge enable) begin
		if(rst==1) begin
			count<= 0;
			an<=4'b1111; 
		end else begin 
			count<= count+1;
			an<=4'b1101; 
				case (count) 
				2'h0: begin bcd <= numA;   an<=4'b1110; end 
				2'h1: begin bcd <= numB;   an<=4'b1101; end 
			endcase
		end
end
endmodule
==> summary.txt <==
Entry: Yosys synthesis followed by OpenROAD place and route.

Yosys:
- By area the synthesized netlist is led by edfxtp_1 (46%), dfxtp_1 (11%), ha_1 (5.3%).
- The commonest register cell is edfxtp_1.
- The run gives the synthesized chip area reported by yosys as 2370 um^2.
- Per the synth stats, the proportion of register bits with asynchronous set or reset is 0%.
- The run puts the number of synthesis warnings at 0.
- Per the synthesis report, the dominant area consumer among library cells is edfxtp_1.
- The run puts the post-synthesis average cell area at 11.9 um^2.
- The run gives the number of cell instances after yosys synthesis as 199.
- The number of different library cells used by synthesis comes to 42.
- Synthesis produced 199 cells.
- Summed over its instances, the top area cell type makes up 45.7% of the synthesized netlist area.
- The run puts the flip-flop and latch count after synthesis at 49.
- The most common cell in the synthesized netlist is edfxtp_1.
- Sequential cells were found to cover 56.7% of the synthesized design area.
- The synthesized netlist occupies a cell area of 2370 um^2.
- In this run, synthesis inferred 36 flip-flops with an integrated enable.
- Yosys reports that the most numerous cell types are edfxtp_1 (36), nor2_1 (21), dfxtp_1 (13), nand2_1 (13), nor2b_1 (11).

CTS:
- The run gives the number of gates given a new drive strength after cts as 0.
- The run gives the clock edge transition at the registers on the reported setup and hold paths as 0.07 ns.
- The post-CTS hold buffer count recorded in the log is 0.
- No sink is reached through more buffers than the 2 on the longest clock path.
- The run gives the setup fix buffers added after clock tree synthesis as 0.
- The run puts the CTS H-tree depth at 2.
- The run gives the clock buffer count from CTS as 5.
- The clock reaches the later pin of the worst-skew pair after 0.28 ns.
- CTS placed an instance of clkbuf_8 at the clock tree root.
- TritonCTS built the clock tree.

Global route:
- The run gives the overall track demand over capacity in global routing as 10.7%.
- The run puts the global-route wire length before repair at 6820 um.
- The run gives the initial antenna violation count as 0.
- The run gives the global-route met1 utilization as 15.1%.
- The run gives the via count of the first global-routing pass as 1509.
- The run puts the global-route track usage on met2 at 16.7%.
- Entering global routing, the biggest net connects 16 pins.
- The run gives the most utilized layer in the global route result as met2.
- The run puts the final global-route overflow total at 0.
- The run gives the met3 layer usage reported by global route as 3.77%.

Detailed routing:
- The run puts the detailed-route wire length per cell at 12.3 um.
- After detailed routing, the total wire length is 4010 um.
- The run puts the count of vias placed by the detailed router at 1534.
- Per the post-route antenna check, the number of violating nets is 0.
- The run gives the detail-routed via count per cell as 4.71.
- The run puts the number of antenna diodes at 0.
- The run puts the final routed DRC violation total at 0.
- The iteration count recorded for the first detailed-route pass is 4.
- Once iteration 0 of detailed routing completed, the report listed 85 DRC markers.

Critical path:
- Looking at the critical path, the single cell with the biggest stage delay is or3b_2.
- The run puts the register-to-register setup slack at 1.64 ns.
- The run gives the critical setup path kind as primary input to flip-flop.
- According to the timing report, the arrival time at the worst endpoint equals 1.97 ns.
- In this run the critical path is formed by clkdlybuf4s50_1 -> or3b_2 -> nor3_1.
- The number of buffers and inverters on the critical path is 1.
- The run gives the required time of the critical path as 2.83 ns.
- The worst setup path is captured at a flip-flop.
- STA classifies the critical path startpoint as a primary input.
- In this design, the stage delay of the slowest critical-path cell is 0.50 ns.
- The report shows a maximum critical-path fanout of 4.
- The timing report attributes the biggest portion of critical-path delay to simple AND/OR/NAND/NOR gates.

Floorplan:
- The run gives the die span in x as 90.8 um.
- The run gives the standard-cell row count as 32.
- The run puts the I/O pin total at 30.
- The die is 90.8 um tall.
- The run gives the chip area as 8250 um^2.
- The run gives the starting density of the core as 30.8%.
- The run gives the core footprint as 7690 um^2.

Timing:
- Setup repair after global routing left no endpoint under its margin.
- The run puts the count of pins over their slew limit at 0.
- Static timing analysis puts the maximum clock frequency at 490 MHz.
- The run gives the number of hold violations in the final report as 0.
- The critical path in the final layout is reported with a setup slack of 0.860 ns.
- The run gives the count of endpoints without a timing constraint as 21.
- The run puts the headroom to the max-slew limit at 58.9%.
- The run gives the setup skew after layout as 0.00135 ns.
- The run puts the final cycle utilization of the critical path at 70.4%.
- The run puts the final critical-path required period at 2.04 ns.
- The run gives the final setup violation count as 0.
- Final hold analysis gives a worst-case slack of 0.459 ns.
- The run gives the number of register pins that no clock reaches as 8.
- The run puts the slew at the pin closest to its max-slew limit at 0.611 ns.
- The run gives the total negative setup slack as 0 ns.

Power:
- The run gives the leakage power as 0.969 nW.
- Power spread over the standard cell area amounts to 392 nW/um^2.
- The run puts the peak supply drop at 0.313 mV.

Run:
- The run reported a max-capacitance violation count of 0.
- The run gives the number of warnings the tools reported as 35.

Place:
- The run puts the port buffer count at 24.
- The run gives the last weighted congestion value of the routability-driven placer as 0.823.
- The run gives the estimated wirelength of the detail-placed design as 2990 um.
- The run gives the post-placement setup slack as 0.539 ns.
- Summing all placed instances gives a cell area of 2690 um^2.
- In this run, placement finished with an instance count of 318.

Min path:
- The run gives the worst hold-check path type as flip-flop to flip-flop.

Cells and area:
- The run puts the area taken by multi-input logic gates at 955 um^2.
- The run puts the area added between synthesis and finish at 17.2%.
- The run puts the final cell count without fillers at 326.
- Per the layout report, the design carries 749 filler cells.
- The finished cells cover 2780 um^2.
- The run gives the layout cell share with drive strength beyond 1 as 6.70%.
- The run puts the flip-flop and latch area at 1340 um^2.

Status:
- The run finished with clean final reports.
==> layer usage <==
metal	vias up	share of wire, %
met3	7	7.5
li1	770	-
met2	50	45
met4	0	2.2
met1	707	46
met5	-	0
==> cell families (layout without fill, tap and decap cells) <==
family | after synthesis | after routing | share of synthesized area, %
AND/OR/NAND/NOR | 71 | 71 | 15.2
flip-flops | 49 | 49 | 56.7
AND-OR/OR-AND | 36 | 36 | 9.99
buffers and inverters | 15 | 39 | 3.17
multiplexers | 13 | 13 | 8.09
adder cells (fa/ha/maj) | 10 | 10 | 5.29
XOR/XNOR | 4 | 4 | 1.48
other | 1 | 2 | 0.158
==> state kept, by name, summed over array words and instances, names as in the netlist <==
signal         cells
display.an         2
banco.breg        32
display.count      2
display.cfreq      9
display.bcd        4
==> placed cells by master (no fill, tap or decap), drive strengths merged <==
master,count
mux2,3
nor3,2
or3b,1
buf,1
o21ai,9
edfxtp,36
o41ai,1
ha,10
clkdlybuf4s50,24
nand3b,1
and3,3
dfxtp,13
nor3b,1
a2bb2oi,2
or3,3
clkbuf,7
a31oi,1
nand3,4
inv,6
o22ai,6
clkinv,1
nor2b,11
xor2,3
a32oi,1
or2b,2
o31ai,2
nor2,21
or2,1
mux4,3
a211oi,1
nand2b,8
xnor2,1
o32ai,3
conb,2
a21oi,8
nand2,13
o2bb2ai,2
mux2i,7
==> through the flow <==
| step | power [mW] | utilization (%) |
|---|---|---|
| 2_1_floorplan | 0.718 | - |
| 3_3_place_gp | 0.758 | 35.0 |
| 3_5_place_dp | 0.760 | 35.0 |
| 4_1_cts | 1.10 | 36.1 |
| 5_1_grt | 1.12 | 36.1 |
| 6_report | 1.09 | 36.1 |
==> final timing paths <==
path | depth (start not counted) | endpoint | start
worst min register to register | 1 | display.cfreq[0]$_SDFF_PP0_ | display.cfreq[0]$_SDFF_PP0_
worst max register to register | 4 | display.cfreq[8]$_SDFF_PP0_ | display.cfreq[0]$_SDFF_PP0_
worst max-delay path | 3 | banco.breg[0][3]$_DFFE_PP_ | RegWrite
worst min-delay path | 1 | display.cfreq[0]$_SDFF_PP0_ | display.cfreq[0]$_SDFF_PP0_
==> area by class of cell <==
type	instances	share of cell area [%]
tap	102	4.60
sequential	49	48.3
timing repair buffer	25	8.93
clock buffer	7	2.75
multi-input combinational	136	34.4
inverter	6	0.812
clock inverter	1	0.180
==> power by group <==
group / internal, mW / switching, mW
Sequential: 0.648 / 0.00558
Combinational: 0.0465 / 0.0467
Clock: 0.169 / 0.172
Total: 0.863 / 0.224
Power figures rest on the tool's default switching activity, not on a simulated workload.
