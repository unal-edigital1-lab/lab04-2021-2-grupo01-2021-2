==> flow/design.v <==
`timescale 1ns / 1ps
module BCD4bitsWreg(
    input [3:0] dat1, 
    input [3:0] dat2, 
    input clk,
    output [0:6] sseg, 
    output reg [3:0] an, 
	  input rst
    );
reg [3:0]bcd=0;
BCDtoSSeg bcdtosseg(.BCD(bcd), .SSeg(sseg)); 
reg [26:0] cfreq=0;
wire enable; 
assign enable = cfreq[16];
always @(posedge clk) begin
  if(rst==0) begin
		cfreq <= 0;
	end else begin
		cfreq <=cfreq+1;
	end
end
reg [1:0] count =0;
always @(posedge enable) begin 
		if(rst==0) begin
			count<= 0;
			an<=4'b1111;
		end else begin
			count<= count+1;
			an<=4'b1101;
		case (dat1)
        4'ha:
          case (count)
            2'h2: begin bcd <= 4'h0;   an<=4'b1011; end
            2'h3: begin bcd <= 4'h1;   an<=4'b0111; end
          endcase
        4'hb:
          case (count)
            2'h2: begin bcd <= 4'h1;   an<=4'b1011; end
            2'h3: begin bcd <= 4'h1;   an<=4'b0111; end
          endcase
        4'hc:
          case (count)
            2'h2: begin bcd <= 4'h2;   an<=4'b1011; end
            2'h3: begin bcd <= 4'h1;   an<=4'b0111; end
          endcase
        4'hd:
          case (count)
            2'h2: begin bcd <= 4'h3;   an<=4'b1011; end
            2'h3: begin bcd <= 4'h1;   an<=4'b0111; end
          endcase
        4'he:
          case (count)
            2'h2: begin bcd <= 4'h4;   an<=4'b1011; end
            2'h3: begin bcd <= 4'h1;   an<=4'b0111; end
          endcase
        4'hf:
          case (count)
            2'h2: begin bcd <= 4'h5;   an<=4'b1011; end
            2'h3: begin bcd <= 4'h1;   an<=4'b0111; end
          endcase
        default:
          case (count)
            2'h2: begin bcd <= dat1[3:0];   an<=4'b1011; end
            2'h3: begin bcd <= 4'b0000;   an<=4'b0111; end
          endcase
      endcase
      case (dat2)
        4'ha:
          case (count)
            2'h0: begin bcd <= 4'h0;   an<=4'b1110; end
            2'h1: begin bcd <= 4'h1;   an<=4'b1101; end
          endcase
        4'hb:
          case (count)
            2'h0: begin bcd <= 4'h1;   an<=4'b1110; end
            2'h1: begin bcd <= 4'h1;   an<=4'b1101; end
          endcase
        4'hc:
          case (count)
            2'h0: begin bcd <= 4'h2;   an<=4'b1110; end
            2'h1: begin bcd <= 4'h1;   an<=4'b1101; end
          endcase
        4'hd:
          case (count)
            2'h0: begin bcd <= 4'h3;   an<=4'b1110; end
            2'h1: begin bcd <= 4'h1;   an<=4'b1101; end
          endcase
        4'he:
          case (count)
            2'h0: begin bcd <= 4'h4;   an<=4'b1110; end
            2'h1: begin bcd <= 4'h1;   an<=4'b1101; end
          endcase
        4'hf:
          case (count)
            2'h0: begin bcd <= 4'h5;   an<=4'b1110; end
            2'h1: begin bcd <= 4'h1;   an<=4'b1101; end
          endcase
        default:
          case (count)
            2'h0: begin bcd <= dat2[3:0];   an<=4'b1110; end
            2'h1: begin bcd <= 4'b0000;   an<=4'b1101; end
          endcase
      endcase
		end
end
endmodule
module BCDtoSSeg (BCD, SSeg);
  input [3:0] BCD;
  output reg [6:0] SSeg;
always @ ( * ) begin
  case (BCD)
   4'b0000: SSeg = 7'b0000001;  
	4'b0001: SSeg = 7'b1001111;  
	4'b0010: SSeg = 7'b0010010;  
	4'b0011: SSeg = 7'b0000110;  
	4'b0100: SSeg = 7'b1001100;  
	4'b0101: SSeg = 7'b0100100;  
	4'b0110: SSeg = 7'b0100000;  
	4'b0111: SSeg = 7'b0001111;  
	4'b1000: SSeg = 7'b0000000;  
	4'b1001: SSeg = 7'b0000100;  
   4'ha: SSeg = 7'b0001000;  
   4'hb: SSeg = 7'b1100000;
   4'hc: SSeg = 7'b0110001;
   4'hd: SSeg = 7'b1000010;
   4'he: SSeg = 7'b0110000;
   4'hf: SSeg = 7'b0111000;
    default:
    SSeg = 0;
  endcase
end
endmodule
==> flow/run.sh <==
#!/bin/bash
# OpenROAD 26Q1-2900-gdf79404cd8, Yosys 0.63+post, stock flow scripts
make -C /OpenROAD-flow-scripts/flow DESIGN_CONFIG=/design/flow/config.mk WORK_HOME=/design/flow/orfs finish
==> flow/config.mk <==
export PLATFORM = sky130hd
export DESIGN_NAME = BCD4bitsWreg
export DESIGN_NICKNAME = BCD4bitsWreg
export VERILOG_FILES = /design/flow/design.v
export SDC_FILE = /design/flow/constraint.sdc
export NUM_CORES = 4
export LEC_CHECK = 1
export CORE_AREA = 10 10 93 93
export DIE_AREA = 0 0 103 103
export SYNTH_HDL_FRONTEND = slang
==> flow/constraint.sdc <==
current_design BCD4bitsWreg

set clk_period 3.9
set clk_io_pct 0.2

create_clock -name clk0 -period $clk_period [get_ports {clk}]

set non_clock_inputs [all_inputs -no_clocks]
set_input_delay [expr $clk_period * $clk_io_pct] -clock clk0 $non_clock_inputs
set_output_delay [expr $clk_period * $clk_io_pct] -clock clk0 [all_outputs]
==> Slide: Implementation Results <==
Implementation Results

Status
  • Run status: completed

Floorplanning
  • I/O pin count: 21
  • Initial Util: between 20% and 30%
  • DIE WIDTH: between 100 and 150 µm
  • Row count: 30
  • Die height: roughly 100 µm
  • Die Size: around 11000 µm²
  • Core area: approximately 6800 µm²

Worst setup path
  • Critical path type: input port to flop
  • Worst path required time: 4.07 ns
  • Largest fanout on the critical path: 33
  • CP cell instances: clkdlybuf4s50_1 > buf_4 > a21boi_0
  • Crit. End Element: flop
  • CP max stage cell: clkdlybuf4s50_1
  • Slowest stage delay, CP: between 0.4 and 0.5 ns
  • Crit path DAT: around 1.8 ns
  • Crit path buf inv count: 2
  • CP top delay family: buffers and inverters
  • Worst Setup Start Kind: input port

Synthesis
  • Chip area in the Yosys report: about 1900 µm²
  • Count of unique library cells instantiated by Yosys: a little over 50
  • Post-synthesis instance area: ~1900 µm²
  • Register share after synthesis: 38.1%
  • Post-synth regs: 34
  • Area leader, netlist: dfxtp_1
  • Post-synth ARST share: 0%
  • Post-synth area hogs: dfxtp_1 32%, ha_1 8.6%, edfxtp_1 6.3%
  • Post-Synthesis Cells: 202
  • Syn_area_per_cell: ~9.4 µm²
  • Max-area cell share: a little under a third
  • Ys flop type: dfxtp_1
  • Synth warnings: 0
  • Number of enable flip-flop cells: 4
  • Ys cells: between 200 and 250

STA
  • Actual slew at the worst max-slew pin: 0.880 ns
  • Rel. slew slack: about two fifths
  • F_max: roughly 0.63 GHz
  • TNS Setup: 0 ns
  • Tcrit/Tclk final: between 40% and 50%
  • Pins Over Slew Limit: 0
  • Tmin final: between 1.5 and 2 ns
  • RSZ-0062 raised after global routing: false
  • # setup viols final: 0
  • Final hold vios: 0
  • Clock skew: roughly 0.0030 ns
  • Endpoints left unconstrained: 32
  • Register pins left without a clock: 17

Clock network
  • CTS buffer count: 3
  • Clk root buf: clkbuf_8
  • Post_cts resized: 0
  • Worst-path clk slew: approximately 0.06 ns
  • CTS tree: built
  • # hold bufs at CTS: 0
  • Insertion Delay late pin: about 0.24 ns
  • Clk buf depth: 2
  • Post-CTS setup buffers: 0
  • H-tree levels: 1

Drt
  • Final wirelength: 3380 µm
  • Wirelength per Cell: around 11 µm
  • Via density: between 4 and 5
  • Initial DRC count: about 77
  • DRC viols: 0
  • Vias: 1415
  • Antenna diode count: 0
  • Antenna-violating nets left: 0
  • DRT Pass-1 Iters: 4

Pwr
  • Int Power: 0.286 mW
  • Clk pwr share: between 30 and 40%
  • Comb power frac: 19.5%
  • Pleak: ~0.86 nW
  • PD cells: 173 nW/µm²
  • Seq pwr share: a little under half
  • Net Switching: about 0.096 mW
  • Switching share of power: about a quarter
  • Worst vdd ir: between 0.0002 and 0.00025 V

Placed design
  • DPL Wire Length: around 2600 µm
  • Dpl cell area: between 2000 and 2500 µm²
  • Port bufs: 20
  • Gp weighted congestion: 0.807

Finish
  • Synth-to-layout area growth: 16.5%
  • Ratio of cells with drive above 1 in the final layout: 6.39%
  • Most frequent logic cell in the layout: dfxtp_1
  • # fillers: 726
  • Final instance area: ~2200 µm²
  • Top cells excl fill/tap: 30 x dfxtp_1, 20 x clkdlybuf4s50_1, 17 x nand2_1

Global route
  • Vias in the first global route: between 1k and 1.5k
  • Initial antenna violation count: 0
  • First-pass GRT wire length: between 6000 and 7000 µm
  • Remaining global-route overflow: 0
  • Largest net degree at the start of global routing: 34
  • All-layer global routing usage: 6.94%

Job
  • Tool warnings: 35
  • Max Cap Violations: 0

Hold path
  • Worst min path class: flop to flop
-- flip-flops by register name, summed over array words and instances (netlist names) --
signal	count
bcdtosseg.SSeg	7
cfreq	17
bcd	4
an	4
count	2
-- power groups by stage --
stage | Combinational (mW) | Clock, mW | Sequential, mW
4_1_cts | 0.0750 | 0.131 | 0.182
5_1_grt | 0.0845 | 0.141 | 0.182
6_report | 0.0746 | 0.126 | 0.182
-- layer usage --
layer  vias up  track usage (%)  part of all wire (%)
met3         0             1.56                   5.9
met5         -                0                     0
met4         0            0.321                     0
met2        20             11.7                    46
met1       651             9.41                    48
li1        744                -                     -
-- cell families after synthesis --
kind of cell,share of synthesized area (%)
AOI/OAI and AO/OA,16.6
and+or+nand+nor,20.6
DFF,38.1
buffers and inverters,3.77
muxes,5.36
adders and majority gates,8.60
xor gates and xnor gates,6.94
-- metrics by stage --
stage | util, % | std cells | total power, mW | setup WS (ns) | hold slack [ns]
after floorplan | - | 202 | 0.237 | 2.49 | 0.437
after global placement | 31.9 | 295 | 0.260 | 2.06 | 0.452
after detailed placement | 31.9 | 295 | 0.260 | 2.03 | 0.472
after CTS | 32.6 | 299 | 0.388 | 2.29 | 0.481
after global routing | 32.6 | 299 | 0.408 | 2.17 | 0.502
final | 32.6 | 299 | 0.382 | 2.30 | 0.477
-- layout make-up --
| type | count | area (µm²) | share of cell area (%) |
|---|---|---|---|
| Clock buffer | 4 | 45.0 | 2.04 |
| Inverter | 8 | 30.0 | 1.36 |
| Multi-Input combinational cell | 152 | 1100 | 49.9 |
| Sequential cell | 34 | 721 | 32.7 |
| Tap cell | 80 | 100 | 4.54 |
| Timing Repair Buffer | 21 | 208 | 9.43 |
-- path summary, 6_finish.rpt --
check	start	to	slack (ns)	depth (start not counted)
min reg2reg	cfreq[0]$_SDFF_PN0_	cfreq[0]$_SDFF_PN0_	0.48	1
max	rst	cfreq[8]$_SDFF_PN0_	2.30	3
max reg2reg	cfreq[3]$_SDFF_PN0_	cfreq[16]$_SDFF_PN0_	2.38	7
min	cfreq[0]$_SDFF_PN0_	cfreq[0]$_SDFF_PN0_	0.48	1
-- cell usage after synthesis, drive strengths merged, types with 2 or more instances --
| master | instances |
|---|---|
| xor2 | 3 |
| xnor2 | 12 |
| a21o | 2 |
| a211oi | 3 |
| and2 | 17 |
| nand2 | 17 |
| o21ai | 6 |
| clkbuf | 4 |
| o21a | 5 |
| nand3 | 9 |
| a221oi | 3 |
| nor3 | 2 |
| dfxtp | 30 |
| nor2b | 5 |
| a32o | 2 |
| ha | 13 |
| a21boi | 2 |
| mux2i | 7 |
| nor2 | 13 |
| nand4 | 3 |
| o211ai | 3 |
| edfxtp | 4 |
| and3 | 4 |
| or3 | 2 |
| buf | 4 |
| inv | 8 |
| o22ai | 2 |
| a21oi | 4 |
No activity file was given, so power comes from the tool's default toggle rates.
